==> design/flow/design.v <==
module CRC_mod (
    input [71:0]bytes_of_mem,
    input check_sum,
    input clk,
    input F1M,
    output reg go_check = 0,
    output reg en_show = 0,
    output reg we,
    output wire en_conv
    );
    reg [7:0]gen_CRC = 0;
    reg [71:0]local_bytes_of_mem = 0;
    wire inM = local_bytes_of_mem[0] ^ gen_CRC[0];
    reg [6:0]counter = 0;   
    always @(posedge clk)
    begin
        if (F1M)
        begin
            if (check_sum)
            begin
                local_bytes_of_mem <= bytes_of_mem;
                go_check <= 1;
            end
            else        
            begin
                if (go_check & (counter < 72))
                begin
                    counter <= counter + 1;
                    gen_CRC <= {inM, gen_CRC[7:5], inM ^ gen_CRC[4], inM ^ gen_CRC[3], gen_CRC[2:1]};  
                    local_bytes_of_mem <= {1'b0, local_bytes_of_mem[71:1]};
                end
                else
                begin
                    counter <= 0;
                    we <= go_check;
                    go_check <= 0;
                    gen_CRC <= 0;
                    en_show <= (go_check) ? ~(gen_CRC == 8'b0) : en_show;
                end
            end
        end
    end
    assign en_conv = (counter == 72) & (gen_CRC == 0) & go_check;
endmodule
==> design/flow/run.sh <==
#!/bin/bash
# OpenROAD 26Q1-2900-gdf79404cd8, Yosys 0.63+post, stock flow scripts
make -C /OpenROAD-flow-scripts/flow DESIGN_CONFIG=/design/flow/config.mk WORK_HOME=/design/flow/orfs finish
==> design/flow/config.mk <==
export PLATFORM = sky130hd
export DESIGN_NAME = CRC_mod
export DESIGN_NICKNAME = CRC_mod
export VERILOG_FILES = /design/flow/design.v
export SDC_FILE = /design/flow/constraint.sdc
export NUM_CORES = 4
export LEC_CHECK = 1
export CORE_UTILIZATION = 50
==> design/flow/constraint.sdc <==
current_design CRC_mod

set clk_period 11.1
set clk_io_pct 0.2

create_clock -name clk0 -period $clk_period [get_ports {clk}]

set non_clock_inputs [all_inputs -no_clocks]
set_input_delay [expr $clk_period * $clk_io_pct] -clock clk0 $non_clock_inputs
set_output_delay [expr $clk_period * $clk_io_pct] -clock clk0 [all_outputs]
==> job_summary.md <==
## PnR job results

| Metric | Value |
|---|---|
| Status | finished, final reports clean |
| Pwr dens | 138 mW/mm² |
| GP Congestion | 0.762 |
| Minimum clock period | 4.24 ns |
| Slew Limit Fails | 0 |
| Worst path top cell family by delay | simple AND/OR/NAND/NOR gates |
| P&R area growth vs syn | 27.4% |
| Share of layout cells above drive strength 1 | 32.6% |
| # placed instances | 391 |
| Die ar. | 0.00809 mm² |
| Num ports | 79 |
| Post-synthesis sequential area ratio | 69.9% |
| Final ANT Viol Nets | 0 |
| Chip Area, Yosys | 0.00387 mm² |
| Fmax | 0.236 GHz |
| FFs w/ async S/R, synth | 0% |
| Initial antenna violation count | 0 |
| Critical-path cell list | nand2_1 -> or3_1 -> nor4_2 -> clkdlybuf4s50_1 |
| Gate Count Post-Synth | 220 |
| DRC | 0 |
| Ys flop type | edfxtp_1 |
| Initial DRT Pass Iterations | 3 |
| Final core occ | 66.9% |
| Hold Vio Cnt, Final | 0 |
| Worst EP required | 8.88 ns |
| # port buffers | 78 |
| # setup viols final | 0 |
| RSZ-0062 raised after global routing | no |
| Row cnt | 31 |
| Design area | 0.00493 mm² |
| Worst hold path type | flop to flop |
| First-pass GRT wire length | 9900 µm |
| Setup TNS | 0 ns |
| Root buffer cell | clkbuf_8 |
| CTS tree | done |
| Post-Syn Area | 0.00387 mm² |
| Core Util at FP | 52.5% |
| Mean routed wirelength per cell | 14.4 µm |
| Total power | 681 µW |
| Die Ht | 90.0 µm |
| Clk slew on worst S/H paths | 0.08 ns |
| Synth cell count leaders | edfxtp_1, mux2_2, buf_2 |
| Crit path kind | flop to output pin |
| Final worst-path cycle share | 38.2% |
| Die width | 90.0 µm |
| Number of H-tree levels | 3 |
| Worst slew margin | 50.8% |
| Max VDD drop | 0.0000722 V |
| Max Cap Viol | 0 |
| CORE AREA | 0.00737 mm² |
| Cts bufs inserted | 9 |
| Tool warnings | 27 |
| Unique cell types | 25 |
| CP endpoint kind | output pin |
| Routed Wire Length | 5860 µm |
| Lkg Pwr | 0.00168 µW |
| Detail Placement HPWL | 3780 µm |
| Global-route usage over all layers | 16.8% |
| Number of global-route vias before repair | 2033 |
| CP Data Arrival Time | 2.02 ns |
| Synth top area cells | edfxtp_1, mux2_2, and3_2, buf_2, nor2_1 |
| Largest net degree at the start of global routing | 60 |
| Area share, top type | 69.9% |
| Drt initial violations | 92 |
| CP Launch Type | flop |
| Yosys reg bits | 90 |
| Largest stage delay on the critical path | 0.53 ns |
| Vias | 2049 |
| Worst-Margin Slew | 0.738 ns |
| Setup bufs post-CTS | 0 |
| Clock buffer depth | 2 |
| Post-cts resize count | 0 |
| Top-count cell post-synth | edfxtp_1 |
| Leading area contributor after synthesis | edfxtp_1 |
| YS warnings | 1 |
| Grt total ovfl | 0 |
| Worst-skew pair later-pin latency | 0.34 ns |
| Critical path's slowest cell | edfxtp_1 |
| EDFF count, synth | 90 |
| Hold Buf Count CTS | 0 |
| Sink Count | 90 |
| Clock skew | 0.00776 ns |
| Placed instance area | 0.00475 mm² |
| Routed vias/inst | 5.05 |
| CP Max Fanout | 11 |
| Worst path bufs/invs | 1 |
| Antenna fix cells | 0 |
| Ys cells | 220 |
| Fin cells | 406 |
| Syn_area_per_cell | 17.6 µm² |
## report_power, final
part,switching (µW),leakage [µW],internal (µW)
registers,6.44,0.000856,400
clock network,103,0.0000906,102
logic,24.4,0.000732,46.1
## per-stage QoR
| stage | setup WS, ns | hold slack [ns] |
|---|---|---|
| floorplan | 6.38 | 0.525 |
| global placement | 7.05 | 0.528 |
| detailed placement | 7.04 | 0.533 |
| CTS | 6.82 | 0.550 |
| global route | 6.71 | 0.559 |
| finish | 6.86 | 0.547 |
## final cells by class
type,count,area (µm²)
clock inverters,4,43.8
repair buffers,80,793
clock buffers,11,131
inverters,3,11.3
flip-flops and latches,90,2700
multi-input cells,119,1120
fillers,533,2440
well taps,99,124
## worst register-to-register path: cells and delay by family (launching register included)
kind | cells | cell delay [ns]
compound gates | 2 | 0.69
flops | 1 | 0.52
simple gates | 1 | 0.24
buf+inv | 1 | 0.62
## worst paths after layout
check                                 to                    from  slack, ns  cells after the start
setup / recovery                 en_conv                go_check       6.86                      4
hold / removal    local_bytes_of_mem[34]  local_bytes_of_mem[35]       0.55                      1
setup reg to reg   local_bytes_of_mem[1]              counter[3]       8.62                      4
hold reg to reg   local_bytes_of_mem[34]  local_bytes_of_mem[35]       0.55                      1
## kinds of logic (layout without fill, tap and decap cells)
group / count (synthesis) / after routing / share of synthesized area [%]
xor+xnor: 4 / 4 / 0.906
fa+ha+maj: 2 / 2 / 0.647
buf+inv: 11 / 98 / 1.33
compound gates: 8 / 8 / 1.62
mux: 71 / 71 / 20.7
flops: 90 / 90 / 69.9
simple gates: 34 / 34 / 4.98
## cell usage in the layout (no fill, tap or decap), drive strengths merged
master         count
edfxtp            90
clkdlybuf4s50     77
mux2              71
clkbuf            11
nor2               7
and3               7
nand2              7
inv                3
xnor2              3
a21oi              3
buf                3
nor4               3
clkinv             3
or3                2
nor3               2
or2                2
ha                 2
o21a               2
and2               2
nand2b             1
o31ai              1
a31oi              1
nand3              1
o21ai              1
xor2               1
bufinv             1
## flip-flops by register name, summed over array words and instances (netlist names)
name,cells
counter,7
en_show,1
gen_CRC,8
go_check,1
local_bytes_of_mem,72
we,1
## metal layers
layer	GRT usage, %	routed length, µm	up-vias
met4	2.42	59	0
li1	-	-	1016
met5	0	0	-
met1	33.6	2810	967
met2	21.5	2620	60
met3	4.55	374	6
Power is estimated from default activity; no workload was simulated.
