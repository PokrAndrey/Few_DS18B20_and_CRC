--- /design/flow/config.mk ---
export PLATFORM = sky130hd
export DESIGN_NAME = bin_to_dec
export DESIGN_NICKNAME = bin_to_dec
export VERILOG_FILES = /design/flow/design.v
export SDC_FILE = /design/flow/constraint.sdc
export NUM_CORES = 4
export LEC_CHECK = 1
export CORE_UTILIZATION = 30
--- /design/flow/constraint.sdc ---
current_design bin_to_dec

set clk_period 4.6
set clk_io_pct 0.2

create_clock -name clk0 -period $clk_period [get_ports {clk}]

set non_clock_inputs [all_inputs -no_clocks]
set_input_delay [expr $clk_period * $clk_io_pct] -clock clk0 $non_clock_inputs
set_output_delay [expr $clk_period * $clk_io_pct] -clock clk0 [all_outputs]
--- /design/flow/design.v ---
module bin_to_dec (
    input [15:0]bin_temperature,
    input convert_en,
    input clk,
    input F1M,
    output wire pos_front_EoConvert,
    output reg [15:0]dec_temperature
    );
    reg [6:0]cn_bin;
    reg [15:0]cn_dec = 0;
    reg EoConvert = 1'b1;
    wire load_en;
    wire [10:0]u_bin_temperature = (bin_temperature[10:0] ^ {11{bin_temperature[11]}}) + {10'b0, bin_temperature[11]};
    reg prev_EoConvert;
    always @(posedge clk)
    begin
        if(F1M)
        begin
            if (load_en)
            begin
                cn_bin <= u_bin_temperature[10:4];
                cn_dec[15:4] <= 0;
                EoConvert <= 0;
                case (u_bin_temperature[3:0])
                    4'b0000: cn_dec[3:0] = 4'd0;
                    4'b0001: cn_dec[3:0] = 4'd1;
                    4'b0010: cn_dec[3:0] = 4'd1;
                    4'b0011: cn_dec[3:0] = 4'd2;
                    4'b0100: cn_dec[3:0] = 4'd3;
                    4'b0101: cn_dec[3:0] = 4'd3;
                    4'b0110: cn_dec[3:0] = 4'd4;
                    4'b0111: cn_dec[3:0] = 4'd4;
                    4'b1000: cn_dec[3:0] = 4'd5;
                    4'b1001: cn_dec[3:0] = 4'd6;
                    4'b1010: cn_dec[3:0] = 4'd6;
                    4'b1011: cn_dec[3:0] = 4'd7;
                    4'b1100: cn_dec[3:0] = 4'd8;
                    4'b1101: cn_dec[3:0] = 4'd8;
                    4'b1110: cn_dec[3:0] = 4'd9;
                    4'b1111: cn_dec[3:0] = 4'd9;
                endcase
            end
            else
            begin
                if (cn_bin != 0)
                begin
                    cn_bin <= cn_bin - 1'b1;
                    cn_dec[7:4] <= (cn_dec[7:4] != 4'b1001) ? cn_dec[7:4] + 4'b0001 : 0;
                    cn_dec[11:8] <= ((cn_dec[7:4] == 4'b1001) & (cn_dec[11:8] == 4'b1001)) ? 0                   :
                                    (cn_dec[7:4] == 4'b1001)                               ? cn_dec[11:8] + 1'b1 : cn_dec[11:8];
                    cn_dec[15:12] <= ((cn_dec[7:4] == 4'b1001) & (cn_dec[11:8] == 4'b1001)) ? cn_dec[15:12] + 1'b1 : cn_dec[15:12];
                end
                else
                begin
                    EoConvert <= 1'b1;
                    dec_temperature <= cn_dec;
                end
            end
        end
    end
    always @(posedge clk)
    begin
        if (F1M)
        begin
            prev_EoConvert <= EoConvert;
        end
    end
    assign load_en = convert_en & EoConvert;
    assign pos_front_EoConvert = ~prev_EoConvert & EoConvert;
endmodule
--- /design/flow/run.sh ---
#!/bin/bash
# OpenROAD 26Q1-2900-gdf79404cd8, Yosys 0.63+post, stock flow scripts
make -C /OpenROAD-flow-scripts/flow DESIGN_CONFIG=/design/flow/config.mk WORK_HOME=/design/flow/orfs finish
==> run notes <==
impl run done, here's what came out: DR vias 1352, first-pass GRT wire length 5560 um, antenna-violating nets left 0, cts hold-fix bufs 0, hold_ws 0.422 ns, 1st-pass router iterations 4, core area 6910 um2, Insertion Delay late pin 0.28 ns, Yosys Chip Area 2170 um2, die extent in x 87.1 um, CP Capture Type register, post-route insts no fill 310, via/cell ratio 4.36, Root Driver clkbuf_8, CP Data Required Time 4.52 ns, io pins 36, Post-synth EDFFs 41, share of synthesized registers carrying an async set or reset 0%, GR Util All Layers 9.69%, most used logic cell in the final layout edfxtp_1, logic area 883 um2, chip area 7580 um2, cells after synthesis 177, largest net degree at the start of global routing 21, Die Y 87.1 um, total tool warning count 33, yosys warning tally 1, type of origin of the critical path primary input, Slew headroom 51.1%, Post-CTS Setup Repair Bufs 0, # DRC 0, final hold vios 0, Lkg Pwr 0.972 nW, grt total ovfl 0, vias in the first global route 1204, number of cells in Yosys stat 177, Flop area 1230 um2, Clock Tree Buf Depth 2, diodes inserted 0, Final HPWL DP 2390 um, worst vdd ir 0.112 mV, routability cong. 0.781, antenna violations before repair 0, Least-Margin Pin Slew 0.727 ns, CTS H-tree lvls 2, status finished, final reports clean, post-layout period usage 70.3%, Avg WL per Cell 10.8 um, Setup Skew 0.00677 ns, worst-path fanout max 17, Final Critical Period 3.24 ns, share of cells above drive strength 1 6.07%, Top FF cell, synth edfxtp_1, Netlist cell types 36, RSZ-0062 raised after global routing no, final core occ 39.1%, final WL 3360 um, Synth Cell Area 2170 um2, Top Layout Cells edfxtp_1 (41), clkdlybuf4s50_1 (31), nor2_1 (17), CTS buffer count 5, CTS resizes 0, type of the tightest min-delay check register to register, TritonCTS Sinks 41, # rows 30, #FFs+latches synth 41, clock slew at reported path FFs 0.07 ns, CTS tree built, initial DRC count 52, setup TNS 0 ns, total power divided by cell area 307 nW/um2, DP Cell Count 302, count of final setup violators 0, area delta synth->final 24.4%, number of fill cells 657, FMAX 309 MHz, Floorplan Utilization 31.4%, Post-synth seq share 56.7%, Critical Path AT 3.16 ns, Mean Syn Cell Area 12.3 um2, max cap viols 0, final max-slew violation count 0, WS Path Type primary input to register, port buffer count 31
worst max-delay path, cell delays in order:
cell             delay, ns
clkdlybuf4s50_1       0.48
and2_1                0.45
inv_1                 0.36
o21ai_0               0.16
and2_1                0.26
a21boi_0              0.53
registers in the layout, summed over array words and instances (netlist names):
signal / flops
cn_dec: 16
prev_EoConvert: 1
dec_temperature: 16
EoConvert: 1
cn_bin: 7
layout make-up:
cell class                      instances  share of cell area [%]
Multi-Input combinational cell        123                    32.7
Clock inverter                          2                    1.25
Clock buffer                            6                    2.69
Timing Repair Buffer                   33                    12.0
Tap cell                               96                    4.45
Sequential cell                        41                    45.6
Inverter                                9                    1.25
layer usage:
metal | share of wire, % | up-vias | GRT usage [%]
met5 | 0 | - | 0
met4 | 0.77 | 0 | 1.21
met3 | 6.7 | 3 | 2.12
met2 | 39 | 51 | 13.8
met1 | 53 | 590 | 16.3
li1 | - | 708 | -
stage by stage:
stage	setup WS [ns]	total power, W	area, um2
CTS	1.31	0.000839	2700
global route	1.12	0.000872	2700
floorplan	1.65	0.000529	2170
global placement	1.07	0.000563	2590
detailed placement	1.04	0.000564	2590
finish	1.36	0.000829	2700
cells in the mapped netlist (3+ instances only):
master | instances | area share (%)
edfxtp_1 | 41 | 57
a21oi_1 | 5 | 1.2
nand3_1 | 10 | 2.3
xor2_1 | 10 | 4.0
o21ai_0 | 7 | 1.6
mux2i_1 | 5 | 2.3
nand2_1 | 8 | 1.4
nor3_1 | 4 | 0.92
inv_1 | 9 | 1.6
clkbuf_1 | 3 | 0.52
and2_1 | 3 | 0.86
nor2_1 | 17 | 2.9
xnor2_1 | 14 | 5.6
ha_1 | 11 | 6.3
cell families after synthesis:
group	synth area share, %
buffers and inverters	2.59
AOI/OAI and AO/OA	6.74
adders and majority gates	6.34
DFF	56.7
and+or+nand+nor	14.6
muxes	3.34
xor gates and xnor gates	9.68
path summary, 6_finish.rpt:
kind | from | end | slack [ns] | cells after the start
max reg2reg | EoConvert | cn_dec[14] | 2.09 | 5
max | convert_en | cn_dec[14] | 1.36 | 6
min | cn_dec[0] | dec_temperature[0] | 0.42 | 0
min reg2reg | cn_dec[0] | dec_temperature[0] | 0.42 | 0
where the power goes:
| part | switching (W) | internal (W) | leakage (nW) | total, W |
|---|---|---|---|---|
| Sequential | 0.0000119 | 0.000434 | 0.383 | 0.000446 |
| Clock | 0.000112 | 0.000160 | 0.0528 | 0.000272 |
| Combinational | 0.0000566 | 0.0000541 | 0.536 | 0.000111 |
No activity file was given, so power comes from the tool's default toggle rates.
