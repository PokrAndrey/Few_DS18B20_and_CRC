==> flow/design.v <==
module address_of_device #(parameter Num_of_Dev = 4)(
    input [9:0]state,
    input EoB,
    input clk,
    input F1M,
    output reg change_state = 0,
    output reg [2 :0]device = 0,
    output wire [7:0]one_byte_of_address
);
    wire [63:0]address[Num_of_Dev-1:0];
    assign address[0] = 64'h2892d123000000aa; 
    assign address[1] = 64'h28c8102400000022; 
    assign address[2] = 64'h28509523000000ad; 
    assign address[3] = 64'h287e772300000051; 
    assign one_byte_of_address = (state == 10) ? address[device][7:0]   :
                                 (state == 9)  ? address[device][15:8]  :
                                 (state == 8)  ? address[device][23:16] :
                                 (state == 7)  ? address[device][31:24] :
                                 (state == 6)  ? address[device][39:32] :
                                 (state == 5)  ? address[device][47:40] :
                                 (state == 4)  ? address[device][55:48] :
                                 (state == 3)  ? address[device][63:56] : 0; 
    always @(posedge clk)
    begin
        if ((state == 23) & EoB & F1M)
        begin
            device <= (device == Num_of_Dev - 1) ? 0 : device + 1;
        end
    end
endmodule
==> flow/run.sh <==
#!/bin/bash
# OpenROAD 26Q1-2900-gdf79404cd8, Yosys 0.63+post, stock flow scripts
make -C /OpenROAD-flow-scripts/flow DESIGN_CONFIG=/design/flow/config.mk WORK_HOME=/design/flow/orfs finish
==> flow/config.mk <==
export PLATFORM = sky130hd
export DESIGN_NAME = address_of_device
export DESIGN_NICKNAME = address_of_device
export VERILOG_FILES = /design/flow/design.v
export SDC_FILE = /design/flow/constraint.sdc
export NUM_CORES = 4
export LEC_CHECK = 1
export CORE_AREA = 10 10 70 70
export DIE_AREA = 0 0 80 80
==> flow/constraint.sdc <==
current_design address_of_device

set clk_period 4.8
set clk_io_pct 0.2

create_clock -name clk0 -period $clk_period [get_ports {clk}]

set non_clock_inputs [all_inputs -no_clocks]
set_input_delay [expr $clk_period * $clk_io_pct] -clock clk0 $non_clock_inputs
set_output_delay [expr $clk_period * $clk_io_pct] -clock clk0 [all_outputs]
==> results_dict.tcl <==
# place-and-route summary
set metrics [dict create \
    crit_top_cell "clkdlybuf4s50_1" \
    drt_iter0_drc 45 \
    clk_pin_slew_worst_paths_ns 0.04 \
    slew_violations 0 \
    cts_setup_buffers 0 \
    routed_wl_um 1715 \
    finalHoldViolCount 0 \
    wl_per_cell_um 12.70 \
    ys_area_sq_um 544.3 \
    cts.sinks 3 \
    grt_max_degree 13 \
    crit_chain "clkdlybuf4s50_1, nand4bb_1, or3_1, o32ai_2, clkdlybuf4s50_1" \
    ir_drop_uv 39.10 \
    yosys_cells 65 \
    crit_path_start "state[0]" \
    firstDrtPassIters 4 \
    cts_tree "built" \
    ys_seq_frac 0.1655 \
    cp.arrival_ns 3.02 \
    die.size.y_um 80 \
    post_drt_via_cell_ratio 4.252 \
    largest_register "device" \
    p_leak_nw 0.2807 \
    critPathSlowestCell "clkdlybuf4s50_1" \
    path_class "in -> out" \
    reg2reg_slack_ns 3.39 \
    cts_buffers 3 \
    rr_worst_depth 3 \
    period_needed_ns 3.976 \
    power_uw 98.27 \
    cts.hold.buffers_added 0 \
    clockBufferDepth 2 \
    core_util_floorplan 0.1593 \
    cp.depth 5 \
    cpPeakStageDelay_ns 0.64 \
    place.gp.congestion 0.8077 \
    grt-ovfl-total 0 \
    hold_path.class "reg -> reg" \
    cp-start-kind "primary input" \
    antenna_found_initial 0 \
    chip_area_sq_mm 0.006400 \
    clock_skew_ns 0.0006423 \
    max_cap_viol_count 0 \
    dpl.hpwl_um 1416 \
    diodes 0 \
    outcome "finished clean" \
    vias 574 \
    cp_max_fo 12 \
    reg_top3 "device x3" \
    syn_area_sq_um 544.3 \
    synth_area_per_cell_sq_um 8.373 \
    coreArea_sq_mm 0.003416 \
    worstPathRequired_ns 3.84 \
    area_growth_syn_to_layout_pct 53.33 \
    htreeDepth 1 \
    rsz0062_at_grt "no" \
    r2r_end "device[2]$_SDFFCE_PN0P_" \
    warnings 29 \
    rr_startpoint "device[0]$_SDFFCE_PN0P_" \
    die_w_um 80 \
    ys_ff 3 \
    finalCritPeriodShare 0.8284 \
    critPathCapture "one_byte_of_address[0]" \
    clk_latency_ns 0.23 \
    yosysUniqueCellTypes 31 \
    cts_resized 0 \
    crit_buf_inv 2 \
    largest_reg_flops 3 \
    p_per_area_mw_per_mm2 117.7 \
    grt_pass1_vias 542 \
    grtUsageTotal 0.05059 \
    nFillCells 379 \
    final.setup.tns_ns 0 \
    drtAntennaViolNets 0 \
    critPathCaptureType "output port" \
    row_count 21 \
    root_buffer "clkbuf_4" \
    ios 25 \
    setup_viol 0 \
    critical-path-top-delay-family "buffers and inverters" \
    portBuffers 23 \
    drc 0 \
    ys.warnings.count 1 \
    drive_gt1_frac 0.06742 \
    grt_pass1_wl_um 2635 \
    netlist_instances 65 \
    clock.fmax_mhz 251.5 \
]
-- layout by cell type, fill, tap and decap left out, drive strengths merged --
master and instances:
clkdlybuf4s50 23, nor2 7, ha 6, nand2 6, nor2b 5, o32ai 4
clkbuf 4, inv 3, nor3 3, mux2i 3, edfxtp 3, o21ai 3
nand2b 2, o32a 2, o22ai 2, nand4 2, nor4 1, nand3 1
and4bb 1, nand4bb 1, xor2 1, a22oi 1, o31ai 1, xnor2 1
or3 1, o31a 1, conb 1
-- cell usage after synthesis (all sizes together) --
cell type	number	share of area
o32a	2	0.037
buf	3	0.044
conb	1	0.0069
o31a	1	0.016
nand2	6	0.046
nor3	3	0.028
nand4bb	1	0.021
edfxtp	3	0.17
ha	6	0.14
a22oi	1	0.014
nand2b	2	0.023
nand3	1	0.0092
inv	3	0.021
o31ai	1	0.014
and4bb	1	0.023
xnor2	1	0.016
xor2	1	0.016
o32ai	4	0.078
nor2	7	0.048
mux2i	3	0.055
o22ai	2	0.023
or3	1	0.012
o21ai	3	0.028
nor2b	5	0.057
nor4	1	0.039
nand4	2	0.023
-- routing by layer --
layer  track usage  vias to the layer above  share of wire
met4      0.007042                        0              0
met3       0.01591                        0          0.057
li1              -                      290              -
met1       0.06020                      265           0.40
met2       0.08828                       19           0.54
met5             0                        -              0
-- kinds of logic after synthesis --
logic type,Yosys count,synth area share
other cells,1,0.006890
simple gates,30,0.3287
mux,3,0.05517
compound gates,14,0.2092
buf+inv,6,0.06436
fa+ha+maj,6,0.1379
xor+xnor,2,0.03219
flops,3,0.1655
-- worst min path at each step --
stage                                     end  slack, ns                     from  cells past startpoint
after global routing  device[0]$_SDFFCE_PN0P_       0.71  device[0]$_SDFFCE_PN0P_                      1
final                 device[0]$_SDFFCE_PN0P_       0.67  device[0]$_SDFFCE_PN0P_                      1
after CTS             device[0]$_SDFFCE_PN0P_       0.68  device[0]$_SDFFCE_PN0P_                      1
-- report_power, final --
| group | leakage [nW] | internal (mW) | switching, mW |
|---|---|---|---|
| registers | 0.0271 | 0.0286 | 0.00000445 |
| clock network | 0.0150 | 0.0311 | 0.0127 |
| logic | 0.239 | 0.0145 | 0.0114 |
| total | 0.281 | 0.0742 | 0.0241 |
-- per-stage QoR --
| stage | setup WS, ns | area [sq um] | hold slack (ns) | std cells | utilization |
|---|---|---|---|---|---|
| after floorplan | 2.167 | 544.3 | 0.6117 | 65 | - |
| after detailed placement | 0.8356 | 808.3 | 0.6721 | 131 | 0.2366 |
| after global routing | 0.7533 | 834.6 | 0.7059 | 135 | 0.2443 |
| after CTS | 0.8370 | 834.6 | 0.6819 | 135 | 0.2443 |
| after global placement | 0.8506 | 808.3 | 0.6715 | 131 | 0.2366 |
| final | 0.8239 | 834.6 | 0.6732 | 135 | 0.2443 |
-- cell type report --
class / instances / area, sq um / share of cell area
timing repair buffer: 23 / 230.2 / 0.2759
multi-input combinational: 56 / 419.2 / 0.5022
inverter: 3 / 11.26 / 0.01349
clock buffer: 4 / 26.28 / 0.03148
tap: 46 / 57.56 / 0.06897
sequential: 3 / 90.09 / 0.1079
No activity file was given, so power comes from the tool's default toggle rates.
